==> design/flow/design.v <==
module top_wrapper (
	input [7:0] datain,
	input       wen,
	input       ren,
	input       clk,
	output[7:0] dataout );
	asynch_fifo DUT (
		.wrclk	(clk),
		.rdclk	(clk),
		.wren	(wen),
		.rden	(ren),
		.datain	(datain),
		.dataout (dataout) );
endmodule 
module asynch_fifo # (parameter WIDTH = 8,          
								DEPTH = 16,
								PTR	= 4 )           
(
			input wire 					reset_,
			input  wire 				wrclk,         
			input  wire 				wren,          
			input  wire [WIDTH-1 : 0]	datain,        
			output wire					wrfull,        
			output wire			 		wrempty,       
			output wire	[PTR  : 0]		wrusedw,       
            input  wire 				rdclk,         
			input  wire 				rden,          
			output wire [WIDTH-1 : 0]	dataout,       
			output wire 				rdfull,        
			output wire					rdempty,       
			output wire [PTR  : 0] 		rdusedw,       
			output 	 		dbg						   
);
			reg[WIDTH -1:0]		ram [DEPTH -1:0];
			wire 				wren_int;
			wire				rden_int;
			reg[PTR -1:0]		wradr;
			reg[PTR -1:0]		rdadr;
			reg[PTR -1:0]		usedw;
			reg[WIDTH -1:0]		data_out;
			assign wren_int = wren & !wrfull;
			assign rden_int = rden & !rdempty;
			assign rdempty = (wradr == rdadr)? 1'b1 : 1'b0;
			assign wrempty = (wradr == rdadr)? 1'b1 : 1'b0;
			assign rdfull = (wradr == rdadr -1)? 1'b1 : 1'b0;
			assign wrfull = (wradr == rdadr -1)? 1'b1 : 1'b0;
			assign dataout = data_out;
			initial begin
				wradr <= 1'b0;
				rdadr <= 1'b0;
			end
			always @(posedge wrclk) begin
				if(wren_int) begin
					ram[wradr] <= datain;
					wradr <= wradr + 1;
				end
			end
			always @(posedge rdclk) begin
				if(rden_int) begin
					data_out <= ram[rdadr];
					rdadr <= rdadr + 1;
				end
			end
endmodule
==> design/flow/run.sh <==
#!/bin/bash
# OpenROAD 26Q1-2900-gdf79404cd8, Yosys 0.63+post, stock flow scripts
make -C /OpenROAD-flow-scripts/flow DESIGN_CONFIG=/design/flow/config.mk WORK_HOME=/design/flow/orfs finish
==> design/flow/config.mk <==
export PLATFORM = sky130hd
export DESIGN_NAME = top_wrapper
export DESIGN_NICKNAME = top_wrapper
export VERILOG_FILES = /design/flow/design.v
export SDC_FILE = /design/flow/constraint.sdc
export NUM_CORES = 4
export LEC_CHECK = 1
export CORE_UTILIZATION = 40
==> design/flow/constraint.sdc <==
current_design top_wrapper

set clk_period 6.5
set clk_io_pct 0.2

create_clock -name clk0 -period $clk_period [get_ports {clk}]

set non_clock_inputs [all_inputs -no_clocks]
set_input_delay [expr $clk_period * $clk_io_pct] -clock clk0 $non_clock_inputs
set_output_delay [expr $clk_period * $clk_io_pct] -clock clk0 [all_outputs]
==> summary.txt <==
run metrics: CTS Root Cell clkbuf_16, Reg area 0.00432 mm^2, IO buf count 18, register share after synthesis roughly three quarters, max_cap viols 0, maximum fanout along the worst path 38, Vias 2777, post-route antenna net violation count 0, Gate Area between 0.001 and 0.0015 mm^2, Worst setup EP type flip-flop, TritonCTS clock tree done, ys async rst share 0%, critical path, cell by cell buf_4, inv_1, ha_1, xnor2_1, a211oi_2, a311oi_1, buf_4, area grow syn2layout 16.5%, num ports 19, Post-CTS Setup Inserts 0, diode count 0, M3 GR Usage 9.87%, Final Critical Period 2.91 ns, worst r2r src DUT.rdadr[1], GR Layer Usage met1 25.5%, busiest grt layer met1, YS warnings 1, total gr overflow 0, GPL Wtd Cong 0.789, # hold bufs at CTS 0, Log Warnings 29, biggest area cells edfxtp_1 75%, mux4_2 12%, a311oi_1 2.4%, a22oi_1 1.9%, ha_1 1.3%, cells after synthesis 279, share of cells above drive strength 1 between 20% and 30%, Syn Area/Cell slightly above 20 um^2, pwr dens between 400 and 500 mW/mm^2, number of global-route vias before repair 2946, first-pass GRT wire length 16800 um, r2r setup slk between 3 and 4 ns, setup TNS 0 ns, Registers, synthesis between 100 and 150, crit path kind reg2reg, Clock Sinks between 100 and 150, 1st-iter DRT viols 226, GRT Total Usage 17.2%, most used logic cell in the final layout edfxtp_1, Dominant Register Cell edfxtp_1, max incr delay on CP 0.84 ns, DRC Markers 0, RSZ-0062 raised after global routing no, Max-area cell share 74.7%, FILL cells 1140, endpoint of the worst register-to-register path DUT.ram[13][1], worst endpoint required time 6.67 ns, Pleak 2.17 nW, Final Hold Vio Count 0, yosys cell count 279, Insertion Delay late pin around 0.42 ns, Hold Path Stages 1, area of the mapped netlist 0.00579 mm^2, Inserted Clock Buffers 17, Max IR drop VDD roughly 0.18 mV, final period utilization 44.7%, slew margin rel. between 20% and 30%, Clock transition at path regs 0.06 ns, synthesis area per yosys 0.00579 mm^2, most common logic cells in the final layout 144 x edfxtp_1, 31 x mux4_2, 20 x buf_4, 18 x clkdlybuf4s50_1, 17 x clkbuf_16, Slew @ Worst Pin between 1 and 1.5 ns, Final Skew 0.0104 ns, die outline width 122 um, CTS resizes 0, Die Y 122 um, Core Box Area 0.0140 mm^2, FF-to-FF path depth 7, HPWL after detailed placement around 6600 um, Data arrival, critical path 3.07 ns, Finished Core Util 48.2%, Row Count 43, Distinct lib cells used 29, Slowest cell on crit path a211oi_2, fmax ~0.34 GHz, chip area 0.0150 mm^2, wire per inst 21.3 um, met2 Use GR 24.5%, Hold WC Path Type reg2reg, Hold Path Sink DUT.rdadr[0], endpoints failing setup 0, CP most frequent cell buf_4, source of the worst hold timing path DUT.rdadr[0], number of synthesized flops with an enable pin ~140, largest net degree at the start of global routing 39, H-tree levels 4, initial antenna violation count 0, Worst setup SP type flip-flop, drt first pass iters 6, vias per cell 5.43, Starting Density 41.4%, Routed WL 10900 um, status complete, no violations, largest area contributor in the netlist edfxtp_1, Final Max Tran Viols 0, Clock Tree Buf Depth 2
[cell families after synthesis]
| family | share of synthesized area [%] |
|---|---|
| DFF | 74.7 |
| xor gates and xnor gates | 1.92 |
| buffers and inverters | 2.18 |
| muxes | 12.4 |
| AOI/OAI and AO/OA | 5.14 |
| and+or+nand+nor | 2.33 |
| adders and majority gates | 1.30 |
[cells in the mapped netlist (2+ instances only)]
cell type / count
mux2i_1: 2
xor2_1: 2
nand2b_1: 2
buf_6: 4
mux4_2: 31
inv_1: 5
buf_2: 5
buf_4: 3
edfxtp_1: 144
clkbuf_1: 4
a311oi_1: 16
nand3_1: 2
nand2_1: 13
xor2_2: 2
nor2_1: 2
nor2b_1: 4
ha_1: 6
xnor2_1: 7
a22oi_1: 15
[worst max path at each step]
| stage | endpoint | cells past startpoint | from | slack, ns |
|---|---|---|---|---|
| 4_1_cts | DUT.ram[13][1] | 7 | DUT.rdadr[1] | 3.63 |
| 5_1_grt | DUT.ram[6][1] | 7 | DUT.rdadr[1] | 3.42 |
| 6_report | DUT.ram[13][1] | 7 | DUT.rdadr[1] | 3.59 |
[flip-flops by register name (all words and copies together) (netlist names)]
name,cells
DUT.wradr,4
DUT.rdadr,4
DUT.ram,128
DUT.data_out,8
[report_power, final]
part / internal [mW] / switching (mW) / total [mW] / leakage, nW
clock network: 0.511 / 0.332 / 0.843 / 0.249
logic: 0.335 / 0.441 / 0.776 / 0.612
registers: 1.18 / 0.0749 / 1.26 / 1.31
[final cells by class]
type                       count  area share [%]
clock inverter                10            1.08
inverter                       5           0.278
multi-input combinational    114            19.8
clock buffer                  20            6.47
sequential                   144            64.1
timing repair buffer          38            4.90
tap                          180            3.34
[metal layers]
layer | vias up | part of all wire (%)
met3 | 15 | 10
li1 | 1246 | -
met1 | 1381 | 40
met5 | - | 0.21
met2 | 133 | 47
met4 | 2 | 1.7
[metrics by stage]
stage | setup WS, ns | total power, mW | instance area, um^2 | instances | hold slack [ns]
2_1_floorplan | 3.76 | 1.82 | 5790 | 279 | 0.658
6_report | 3.59 | 2.88 | 6750 | 511 | 0.570
5_1_grt | 3.42 | 3.02 | 6750 | 511 | 0.602
4_1_cts | 3.63 | 2.91 | 6750 | 511 | 0.582
3_3_place_gp | 3.65 | 2.05 | 6240 | 481 | 0.559
3_5_place_dp | 3.64 | 2.06 | 6240 | 481 | 0.573
[worst max-delay path, delay by kind of cell (launching register included)]
family,cells,cell delay (ns)
XOR/XNOR,1,0.14
flip-flops,1,0.32
buffers and inverters,3,0.81
AND-OR/OR-AND,2,1.06
adder cells (fa/ha/maj),1,0.31
No activity file was given, so power comes from the tool's default toggle rates.
